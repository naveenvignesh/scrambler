==> design.v <==
`timescale 1ns/10ps
module lfsr_1(clk,rst,serial_in,data_load,data_out);    
input clk,rst;                              
input [347 - 1:0] data_load;                             
output[347 - 1:0] data_out;                             
input [11 - 1:0]      serial_in;                             
reg [347 - 1:0] p1 [0:11];
integer i;
assign data_out = p1[11];
always @(*) begin
p1[0] = data_load;
for(i=0;i<11;i=i+1) begin
 p1[i+1] = scrambler(p1[i],serial_in[i]);
 end 
end  
function [347 - 1:0] scrambler;
input [347 - 1:0] poly;
input datain;
reg [347 - 1:0] msb;
integer i;
msb = poly[347 - 1];
 for (i=0;i<347;i=i+1) begin
   case(i) 
 			 0:scrambler[i]=msb ^ datain;
			 31:scrambler[i]=msb ^ poly[i-1];
			 64:scrambler[i]=msb ^ poly[i-1];
			 162:scrambler[i]=msb ^ poly[i-1];
			 209:scrambler[i]=msb ^ poly[i-1];
			 236:scrambler[i]=msb ^ poly[i-1];
			default: scrambler[i] = poly[i-1];   
endcase
end 
endfunction
endmodule 
==> run.sh <==
#!/bin/bash
# OpenROAD 26Q1-2900-gdf79404cd8, Yosys 0.63+post, stock flow scripts
make -C /OpenROAD-flow-scripts/flow DESIGN_CONFIG=/design/flow/config.mk WORK_HOME=/design/flow/orfs finish
==> config.mk <==
export PLATFORM = sky130hd
export DESIGN_NAME = lfsr_1
export DESIGN_NICKNAME = lfsr_1
export VERILOG_FILES = /design/flow/design.v
export SDC_FILE = /design/flow/constraint.sdc
export NUM_CORES = 4
export LEC_CHECK = 1
export CORE_AREA = 10 10 276 276
export DIE_AREA = 0 0 286 286
==> constraint.sdc <==
current_design lfsr_1

set clk_period 1.0
set clk_io_pct 0.2

create_clock -name clk0 -period $clk_period

set non_clock_inputs [all_inputs -no_clocks]
set_input_delay [expr $clk_period * $clk_io_pct] -clock clk0 $non_clock_inputs
set_output_delay [expr $clk_period * $clk_io_pct] -clock clk0 [all_outputs]
==> reports/metrics.yaml <==
drt-initial-drc-count: 31
io_pins: 707
crit_path_cell_trace: "clkdlybuf4s15_2 -> xor2_4 -> buf_12"
grt_busiest_layer: "met3"
layout_setup_ws_ps: 35.1
avgSynthCellArea_um2: 7.85
grt_max_degree: 7
netlist_instances: 358
ys_seq_share_pct: 0
synth.distinct_cells: 3
status: "complete, no violations"
synthToLayoutAreaGrowth_pct: 16.8
nFlopsAndLatches: 0
yosys-top-cells-count: "buf_4, xor2_1, buf_6"
slew_viol_final: 0
die_x_um: 286
place_hpwl_um: 33100
synth_top_cell_by_area: "buf_4"
grt_pass1_vias: 1893
p_leak_nw: 1.12
worstPathRequired_ps: 800
overflow: 0
worst-setup-path-type: "in -> out"
routabilityCongestion: 0.656
fp_util_pct: 4.01
yosys_area_mm2: 0.00281
ir_drop_v: 0.000118
grt_pass1_wl_um: 38500
top_area_share_pct: 75.0
ys_warn_count: 2
pwr_density_cell_mw_per_mm2: 327
min_period_ps: 965
gr-usage-met1_pct: 3.47
drc_errors: 0
arrival_ps: 760
logic_area_um2: 721
tool_warnings: 35
hold_path_class: "in -> out"
routed_wl_um: 34400
worstMarginPinSlew_ps: 165
chipArea_mm2: 0.0818
grt_antenna_before_repair: 18
setup.worst_path.start_class: "input port"
yosys-stat-cells: 358
seq_area_um2: 0
layout-drive-gt1-share_pct: 48.7
hold_viol: 0
wire_per_inst_um: 29.2
rows: 97
firstDrtPassIters: 4
die_h_um: 286
fillers: 8403
whs_ps: 400
io_buffers: 143
most_common_cell: "buf_4"
period_used_pct: 96.5
critPathMaxStageDelay_ps: 220
final.setup.tns_ps: 0
final_cells: 1177
slowest_stage: "clkdlybuf4s15_2"
drv_cap: 0
grtUsageMet2_pct: 11.0
antenna_left: 0
coreArea_mm2: 0.0701
place_ws_ps: -954
fmax_mhz: 1040
crit_fanout: 1
met3_usage_pct: 14.5
holdBufCountCts: 0
grt_setup_unrepaired: "no"
clockBufferCount: 0
synthTopCellsByArea: "buf_4, xor2_1, buf_6"
netlist_area_mm2: 0.00281
setup_viol: 0
place_inst: 1164
maxSlewHeadroom_pct: 89.0
avgViaCountPerCell: 1.42
grtUsageTotal_pct: 8.02
cp-end-kind: "output port"
routed-via-count: 1674
cell type report:
| cell class | count | share of cell area (%) |
|---|---|---|
| antenna | 9 | 0.686 |
| multi-input combinational | 66 | 22.0 |
| timing repair buffer | 162 | 41.5 |
| tap | 940 | 35.8 |
report_power, final:
part	switching (mW)	internal (mW)
Sequential	0	0
Combinational	0.434	0.640
Clock	0	0.00000121
Total	0.434	0.640
per-layer routing:
layer	routed length [um]	part of all wire, %
met1	5210	15
met2	13400	39
met3	13200	38
met4	2490	7.2
met5	137	0.40
logic make-up after synthesis:
group	Yosys count	synth area share (%)
buffers and inverters	292	79.4
XOR/XNOR	66	20.6
worst paths after layout:
kind / to / slack (ps) / start / depth (start not counted)
max: data_out[237] / 40 / data_load[226] / 3
min: data_out[138] / 400 / data_load[127] / 0
metrics by stage:
step	area (um^2)	power [mW]	util [%]
finish	3280	1.07	4.68
global route	3270	1.22	4.66
CTS	3300	1.18	4.71
detailed placement	3430	1.40	4.89
global placement	3430	1.40	4.89
floorplan	2810	0.863	-
cell usage in the layout (no fill, tap or decap):
master and count:
dlygate4sd2_1 56, clkbuf_2 2, buf_6 20, buf_8 2, clkdlybuf4s15_2 4, xor2_1 53, clkbuf_4 1, buf_12 7
diode_2 9, xor2_4 4, clkdlybuf4s15_1 8, buf_4 10, xor2_2 9, buf_2 52
critical path, delay by kind of cell:
family                    cells  cell delay (ps)
buffers and inverters         2              360
xor gates and xnor gates      1              200
timing repair:
| item | 4_1_cts | 5_1_grt |
|---|---|---|
| pin swaps | 52 | 4 |
| endpoints found under the hold margin | 0 | 0 |
| setup buffers | 10 | 0 |
| setup endpoints to repair | 66 | 18 |
| resized | 359 | 11 |
Power is estimated from default activity; no workload was simulated.
