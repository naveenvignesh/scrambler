File: design/flow/run.sh
#!/bin/bash
# OpenROAD 26Q1-2900-gdf79404cd8, Yosys 0.63+post, stock flow scripts
make -C /OpenROAD-flow-scripts/flow DESIGN_CONFIG=/design/flow/config.mk WORK_HOME=/design/flow/orfs finish
File: design/flow/config.mk
export PLATFORM = sky130hd
export DESIGN_NAME = lfsr_12
export DESIGN_NICKNAME = lfsr_12
export VERILOG_FILES = /design/flow/design.v
export SDC_FILE = /design/flow/constraint.sdc
export NUM_CORES = 4
export LEC_CHECK = 1
export CORE_AREA = 10 10 112 112
export DIE_AREA = 0 0 122 122
File: design/flow/constraint.sdc
current_design lfsr_12

set clk_period 1.0
set clk_io_pct 0.2

create_clock -name clk0 -period $clk_period

set non_clock_inputs [all_inputs -no_clocks]
set_input_delay [expr $clk_period * $clk_io_pct] -clock clk0 $non_clock_inputs
set_output_delay [expr $clk_period * $clk_io_pct] -clock clk0 [all_outputs]
File: design/flow/design.v
`timescale 1ns/10ps
module lfsr_12(clk,rst,serial_in,data_load,data_out);    
input clk,rst;                              
input [127 - 1:0] data_load;                             
output[127 - 1:0] data_out;                             
input [16 - 1:0]      serial_in;                             
reg [127 - 1:0] p12 [0:16];
integer i;
assign data_out = p12[16];
always @(*) begin
p12[0] = data_load;
for(i=0;i<16;i=i+1) begin
 p12[i+1] = scrambler(p12[i],serial_in[i]);
 end 
end  
function [127 - 1:0] scrambler;
input [127 - 1:0] poly;
input datain;
reg [127 - 1:0] msb;
integer i;
msb = poly[127 - 1];
 for (i=0;i<127;i=i+1) begin
   case(i) 
 			 0:scrambler[i]=msb ^ datain;
			 31:scrambler[i]=msb ^ poly[i-1];
			 38:scrambler[i]=msb ^ poly[i-1];
			 67:scrambler[i]=msb ^ poly[i-1];
			 68:scrambler[i]=msb ^ poly[i-1];
			 97:scrambler[i]=msb ^ poly[i-1];
			default: scrambler[i] = poly[i-1];   
endcase
end 
endfunction
endmodule 
==> Slide: Implementation Results <==
Synthesis and Place & Route Summary

Power
  – Power density cells: 443.1 nW/um^2
  – VDD IR-drop max: 0.1278 mV
  – Sequential share of power: 0%
  – Pwr Total: 1.182 mW
  – P_int: 0.8615 mW
  – Sw Share: 27.08%
  – Power share of the clock group: 0%
  – Leakage: 1.520 nW
  – Comb power frac: approximately 100%
  – NetSw: 0.3200 mW

Critical path
  – Worst path bufs/invs: 3
  – Slowest CP cell: xor3_1
  – CP top delay family: XOR/XNOR gates
  – Setup crit end kind: output pin
  – CP startpoint kind: input pin
  – Slowest cell delay on critical path: 0.33 ns
  – Critical path arrival: about 0.87 ns
  – Worst Path Required: around 0.8 ns
  – CP Class: input pin to output pin
  – Worst-path fanout max: 3
  – Crit-path cells: buf_8 -> buf_6 -> xor3_1 -> buf_2

Drt
  – Post-route ant nets: 0
  – Met1 wire length: 1978 um
  – Routed wl met3: 856 um
  – Wire per inst: 14.11 um
  – Final routed DRC violation total: 0
  – Vias: 1337
  – Antenna cells: 0
  – Length of routed met2 wiring: 2755 um
  – DRT iter0 DRCs: 15
  – Top layer in use: met4
  – Vias per Instance: 3.309
  – Final WL: 5701 um
  – DRT Pass-1 Iters: 4

Finish
  – Post-synthesis to final-layout area growth: 69.67%
  – Commonest Layout Cell: buf_2
  – Share of layout cells above drive strength 1: between 50% and 60%
  – Sequential Area: 0 um^2
  – Registers: 0
  – Post-Route Utilization: 26.06%
  – Post-route design area: 2666 um^2
  – Most common logic cells in the final layout: 88 x buf_2, 48 x xor2_1, 46 x dlygate4sd2_1
  – CLK BUF: 0

Logic synthesis
  – Tally of yosys warning messages: 2
  – Adder share: 0%
  – Yosys cell count: between 100 and 150
  – Synth Instances: between 100 and 150
  – Top logic family: XOR/XNOR gates
  – Seq/Total Area, Yosys: 0%
  – YS chip area: 1572 um^2
  – Area of the mapped netlist: 1572 um^2
  – Synth Area per Inst: 10.99 um^2
  – Netlist cell types: 5
  – Mux share: 0%
  – Complex Gates by Area: 0%
  – Simple Share, Synth: 0%
  – XOR-XNOR Cells, Area Fraction: 63.06%

Timing
  – Worst slew pin tran: around 0.13 ns
  – Max_slew headroom: 91.23%
  – Fin. max-slew vios: 0
  – RSZ-0062 raised after global routing: yes
  – Crit share post-route: 106.5%
  – Final setup fails: 7
  – Min cycle time layout: about 1.1 ns
  – WHS: 0.4000 ns
  – PnR worst setup slack: -0.06533 ns
  – Fmax: between 900 and 1000 MHz
  – Final hold viol count: 0

GRT
  – GR Util All Layers: around 6.8%
  – Total gr overflow: 0
  – Vias in the first global route: between 1000 and 1500
  – First-pass GRT wire length: 8217 um
  – Largest net degree at the start of global routing: 7
  – Initial antenna violation count: 0

Placed design
  – DP Worst Slack: -0.9323 ns
  – PortBufs: 160
  – Dpl cell area: 2940 um^2
  – Gpl congestion: 0.7576
  – DP HPWL: 5109 um

Floorplanning
  – Die span in y: 122 um
  – Chip area: 14880 um^2
  – Fp util: between 15 and 20%
  – Row count: 37
  – Ports: between 200 and 300
  – Die Width: 122 um
  – Core Area: 10230 um^2

Clock tree
  – CTS hold repair buffers: 0

Job
  – Log Warnings: 36
  – Max-cap violations: 0

Status
  – Violated checks: negative setup slack
  – Status: finished with violations

Worst hold path
  – Worst Hold Class: input pin to output pin
[cell type report]
| type | count | area, um^2 |
|---|---|---|
| repair buffers | 196 | 1505 |
| fillers | 1121 | 7565 |
| multi-input cells | 72 | 991.0 |
| well taps | 136 | 170.2 |
[routing by layer]
metal,GRT usage [%],vias to the layer above
met5,0,-
met4,1.490,0
met3,4.131,20
met2,11.14,104
met1,7.379,577
li1,-,636
[worst paths after layout]
path | from | cells after the start | endpoint
worst max-delay path | data_load[117] | 4 | data_out[74]
worst min-delay path | data_load[97] | 0 | data_out[113]
[power groups by stage]
stage / clock (mW) / combinational (mW) / sequential [mW]
6_report: 0 / 1.18 / 0
5_1_grt: 0 / 1.31 / 0
4_1_cts: 0 / 1.22 / 0
[repair_timing]
| action | 4_1_cts | 5_1_grt |
|---|---|---|
| setup buffers | 15 | 4 |
| pin swaps | 66 | 8 |
| setup endpoints to repair | 72 | 32 |
| gates resized | 470 | 20 |
[per-stage QoR]
| step | instances | TNS, ns |
|---|---|---|
| 3_3_place_gp | 390 | -54.68 |
| 4_1_cts | 404 | -0.5109 |
| 6_report | 404 | -0.1726 |
| 2_1_floorplan | 143 | 0 |
| 3_5_place_dp | 390 | -54.74 |
| 5_1_grt | 404 | -0.7409 |
[cells in the mapped netlist, drive strengths merged]
cell / instances / area, um^2
buf: 71 / 580.6
xor2: 48 / 420.4
xor3: 24 / 570.6
[logic make-up after synthesis]
kind of cell / after synthesis
xor gates and xnor gates: 72
buffers and inverters: 71
Power figures rest on the tool's default switching activity, not on a simulated workload.
