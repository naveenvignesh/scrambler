[flow/run.sh]
#!/bin/bash
# OpenROAD 26Q1-2900-gdf79404cd8, Yosys 0.63+post, stock flow scripts
make -C /OpenROAD-flow-scripts/flow DESIGN_CONFIG=/design/flow/config.mk WORK_HOME=/design/flow/orfs finish
[flow/config.mk]
export PLATFORM = sky130hd
export DESIGN_NAME = lfsr_0
export DESIGN_NICKNAME = lfsr_0
export VERILOG_FILES = /design/flow/design.v
export SDC_FILE = /design/flow/constraint.sdc
export NUM_CORES = 4
export LEC_CHECK = 1
export CORE_AREA = 10 10 183 183
export DIE_AREA = 0 0 193 193
[flow/constraint.sdc]
current_design lfsr_0

set clk_period 1.0
set clk_io_pct 0.2

create_clock -name clk0 -period $clk_period

set non_clock_inputs [all_inputs -no_clocks]
set_input_delay [expr $clk_period * $clk_io_pct] -clock clk0 $non_clock_inputs
set_output_delay [expr $clk_period * $clk_io_pct] -clock clk0 [all_outputs]
[flow/design.v]
`timescale 1ns/10ps
module lfsr_0(clk,rst,serial_in,data_load,data_out);    
input clk,rst;                              
input [220 - 1:0] data_load;                             
output[220 - 1:0] data_out;                             
input [18 - 1:0]      serial_in;                             
reg [220 - 1:0] p0 [0:18];
integer i;
assign data_out = p0[18];
always @(*) begin
p0[0] = data_load;
for(i=0;i<18;i=i+1) begin
 p0[i+1] = scrambler(p0[i],serial_in[i]);
 end 
end  
function [220 - 1:0] scrambler;
input [220 - 1:0] poly;
input datain;
reg [220 - 1:0] msb;
integer i;
msb = poly[220 - 1];
 for (i=0;i<220;i=i+1) begin
   case(i) 
 			 0:scrambler[i]=msb ^ datain;
			 23:scrambler[i]=msb ^ poly[i-1];
			 121:scrambler[i]=msb ^ poly[i-1];
			 168:scrambler[i]=msb ^ poly[i-1];
			default: scrambler[i] = poly[i-1];   
endcase
end 
endfunction
endmodule 
==> results.tsv <==
stage	metric	value	unit
synthesis	yosysCellCount	220	
power	power_frac_clock	0	%
final_timing	fmaxAchievable	1040	MHz
power	intPower	0.000496	W
route	drc	0	
route	diodes	0	
final_layout	regArea	0	sq um
final_timing	rsz0062_at_grt	no	
worst_hold_path	min-delay-path-class	in2out	
global_routing	globalRoute.totalOverflow	0	
placed_design	place_hpwl	7750	um
final_layout	n_clock_buffer	0	
worst_setup_path	cp.required	800	ps
die	die_area	37200	sq um
die	num_io_pins	460	
final_layout	logic_area	631	sq um
synthesis	synth.comb.largest_family	buffers and inverters	
synthesis	yosysWarnings	2	
final_timing	hold_viol	0	
route	drt-total-wl	8600	um
worst_setup_path	worstPathMaxFanout	4	
die	core-area	29600	sq um
synthesis	adder_share	0	%
synthesis	top_area_share	63.8	%
die	die_h	193	um
synthesis	common_cells	buf_4 (148), xor2_1 (72)	
power	peakVddDrop	68.4	uV
final_timing	max_slew_margin	86.9	%
final_layout	final_cell_area	2280	sq um
global_routing	top_usage_layer	met2	
synthesis	ys_sh_simple	0	%
global_routing	grt_max_degree	5	
worst_setup_path	cp-end-kind	output port	
global_routing	grt_pass1_wl	10800	um
placed_design	io_buffers	162	
worst_setup_path	worst_ep_arrival_time	760	ps
synthesis	syn-cell-area	1740	sq um
die	fp_util	5.89	%
final_layout	final_util	7.72	%
worst_setup_path	critical_path.max_stage_delay	250	ps
final_timing	min_period	961	ps
synthesis	top_cell	buf_4	
synthesis	syn_inst	220	
worst_setup_path	critPathTopFamily	buffers and inverters	
placed_design	gp_congestion	0.704	
final_timing	tightest_slew	197	ps
final_layout	flops	0	
placed_design	placed_area	2740	sq um
worst_setup_path	worst_setup_path_start_kind	input pin	
route	drt_iter0_markers	21	
final_layout	drive_gt1_share	35.9	%
worst_setup_path	path_class	in2out	
power	switching_share	34.2	%
final_timing	drv_slew	0	
clock_tree	cts_hold_buf	0	
worst_setup_path	path_buffers	2	
outcome	outcome	completed	
final_layout	syn_to_final_growth	31.1	%
worst_setup_path	slowest_stage	clkdlybuf4s15_1	
power	p_switching	0.000258	W
power	powerDensity	330	nW/um^2
synthesis	seq_area_frac_synth	0	%
final_layout	num-fill-cells	3500	
power	p_leak	1.05	nW
synthesis	synthAoiAreaFrac	0	%
route	first_pass_iters	2	
global_routing	antenna_found_initial	1	
synthesis	mux_area_share	0	%
route	vias	1319	
synthesis	yosys_area	1740	sq um
placed_design	placed_cells	624	
final_layout	layoutNonFillerInstCount	624	
route	wl_per_cell	13.8	um
die	fp-row-count	63	
die	die_x	193	um
job	warnings	34	
global_routing	grt_use_total	3.93	%
power	p_seq_share	0	%
job	maxCapViolations	0	
route	vias_per_cell	2.11	
final_timing	finalSetupViolations	0	
synthesis	postSynthAreaPerCell	7.92	sq um
synthesis	yosys-top-cells-area	buf_4 (64%), xor2_1 (36%)	
global_routing	grtUsageMet2	5.17	%
global_routing	grt_use_met1	3.10	%
synthesis	yosysTopAreaCell	buf_4	
worst_setup_path	crit_chain	clkdlybuf4s15_1 -> xor2_1 -> buf_2	
global_routing	grt_pass1_vias	1578	
synthesis	synthDistinctLibCells	2	
final_timing	fin_crit_sh	96.1	%
synthesis	synth_xor_xnor_area_share	36.2	%
global_routing	use_met3	4.53	%
power	combPwrFrac	100.0	%
route	postRouteAntennaNets	0	
==> cells by family after synthesis <==
family,Yosys count
xor+xnor,72
buf+inv,148
==> worst paths after layout <==
path / from / end / cells past startpoint
hold / removal: data_load[83] / data_out[101] / 0
setup / recovery: data_load[204] / data_out[170] / 3
==> power by group through the flow <==
stage / logic [W] / registers [W] / clock network [W]
final: 0.000754 / 0 / 0
after global routing: 0.000852 / 0 / 0
after CTS: 0.000789 / 0 / 0
==> per-stage QoR <==
stage | worst slack, ps | total power, W | setup TNS, ps | hold slack [ps]
after floorplan | 481 | 0.000470 | 0 | 425
final | 39.1 | 0.000754 | 0 | 400
after global placement | -722 | 0.00118 | -46910 | 400
after detailed placement | -735 | 0.00118 | -47200 | 400
after global routing | 0.534 | 0.000852 | 0 | 400
after CTS | 0.348 | 0.000789 | 0 | 400
==> layout by cell type, fill, tap and decap left out, drive strengths merged <==
master,Yosys,routed
xor2,72,72
dlygate4sd2,0,64
clkbuf,0,8
clkdlybuf4s15,0,21
buf,148,69
==> routing by layer <==
| metal | part of all wire [%] | up-vias |
|---|---|---|
| met5 | 0.23 | - |
| met4 | 7.6 | 2 |
| met3 | 26 | 72 |
| met2 | 41 | 220 |
| met1 | 26 | 482 |
| li1 | - | 543 |
==> layout make-up <==
class                           count  area share (%)
Timing Repair Buffer              162            51.0
Tap cell                          390            21.4
Multi-Input combinational cell     72            27.6
==> what timing repair did <==
item                                    4_1_cts  5_1_grt
gates resized                               338       20
setup buffers                                 0        0
pin swaps                                    15        3
gates cloned                                  0        0
endpoints found under the setup margin       72       32
Power figures rest on the tool's default switching activity, not on a simulated workload.
