<file path="/design/flow/design.v">
`timescale 1ns/10ps
module lfsr_7(clk,rst,serial_in,data_load,data_out);    
input clk,rst;                              
input [411 - 1:0] data_load;                             
output[411 - 1:0] data_out;                             
input [12 - 1:0]      serial_in;
reg [411 - 1:0] p7 [0:12];
integer i;
assign data_out = p7[12];
always @(*) begin
p7[0] = data_load;
for(i=0;i<12;i=i+1) begin
 p7[i+1] = scrambler(p7[i],serial_in[i]);
 end 
end  
function [411 - 1:0] scrambler;
input [411 - 1:0] poly;
input datain;
reg [411 - 1:0] msb;
integer i;
msb = poly[411 - 1];
 for (i=0;i<411;i=i+1) begin
   case(i) 
 			 0:scrambler[i]=msb ^ datain;
			 31:scrambler[i]=msb ^ poly[i-1];
			 60:scrambler[i]=msb ^ poly[i-1];
			 190:scrambler[i]=msb ^ poly[i-1];
			 195:scrambler[i]=msb ^ poly[i-1];
			 245:scrambler[i]=msb ^ poly[i-1];
			default: scrambler[i] = poly[i-1];   
endcase
end 
endfunction
endmodule 
</file>
<file path="/design/flow/config.mk">
export PLATFORM = sky130hd
export DESIGN_NAME = lfsr_7
export DESIGN_NICKNAME = lfsr_7
export VERILOG_FILES = /design/flow/design.v
export SDC_FILE = /design/flow/constraint.sdc
export NUM_CORES = 4
export LEC_CHECK = 1
export CORE_AREA = 10 10 324 324
export DIE_AREA = 0 0 334 334
</file>
<file path="/design/flow/run.sh">
#!/bin/bash
# OpenROAD 26Q1-2900-gdf79404cd8, Yosys 0.63+post, stock flow scripts
make -C /OpenROAD-flow-scripts/flow DESIGN_CONFIG=/design/flow/config.mk WORK_HOME=/design/flow/orfs finish
</file>
<file path="/design/flow/constraint.sdc">
current_design lfsr_7

set clk_period 1.0
set clk_io_pct 0.2

create_clock -name clk0 -period $clk_period

set non_clock_inputs [all_inputs -no_clocks]
set_input_delay [expr $clk_period * $clk_io_pct] -clock clk0 $non_clock_inputs
set_output_delay [expr $clk_period * $clk_io_pct] -clock clk0 [all_outputs]
</file>
==> impl_metrics.env <==
# yosys + openroad results
export IMPL_outcome="complete, but fails checks"
export IMPL_failed_checks="negative setup slack"
export IMPL_ys_warn_count=2
export IMPL_grt_pass1_wl_um=84100
export IMPL_via_count=1954
export IMPL_slew_headroom=0.859
export IMPL_hold_buffers=0
export IMPL_wl_per_cell_um=51.7
export IMPL_grt_max_degree=6
export IMPL_drv_slew=0
export IMPL_fp_dieH_um=334
export IMPL_warnings=36
export IMPL_peakVddDrop_uv=109
export IMPL_yosys_cells=423
export IMPL_final_seq_area_um2=0
export IMPL_place_gp_congestion=0.789
export IMPL_syn_to_final_growth_pct=17.8
export IMPL_place_area_mm2=0.00390
export IMPL_fp_util=0.0343
export IMPL_critPathTopFamily="buffers and inverters"
export IMPL_critical_path_class="input port to primary output"
export IMPL_synth_cell_types=5
export IMPL_flop_count=0
export IMPL_fin_crit_sh=1.11
export IMPL_utilization=0.0405
export IMPL_coreArea_mm2=0.0981
export IMPL_grt_pass1_vias=1823
export IMPL_antenna_found_initial=35
export IMPL_cp_cell_sequence="buf_8 -> buf_8 -> buf_12 -> xor2_4 -> buf_2"
export IMPL_fmax_mhz=897
export IMPL_power_density_mw_per_mm2=331
export IMPL_setup_violations=14
export IMPL_ys_area_mm2=0.00337
export IMPL_dp_hpwl_um=77800
export IMPL_cp_max_fo=5
export IMPL_drc=0
export IMPL_power_mw=1.31
export IMPL_syn_area_mm2=0.00337
export IMPL_ant_nets=0
export IMPL_nClkBuffers=0
export IMPL_stdcell_count=1535
export IMPL_end_kind="primary output"
export IMPL_drive_gt1_frac=0.588
export IMPL_chipArea_mm2=0.112
export IMPL_start_kind="input port"
export IMPL_min_path_type="input port to primary output"
export IMPL_routed_wl_um=79300
export IMPL_fin_crit_ns=1.11
export IMPL_p_leak_nw=1.28
export IMPL_die_width_um=334
export IMPL_grt_usage=0.137
export IMPL_maxCapViolCount=0
export IMPL_syn_avg_cell_area_um2=7.97
export IMPL_setup_slack_ns=-0.115
export IMPL_hold_viol_final=0
export IMPL_yosys_stat_seqShare=0
export IMPL_whs_path_depth=0
export IMPL_rsz0062_at_grt="true"
export IMPL_critPathSlowestCell="xor2_4"
export IMPL_critPathArrivalTime_ns=0.91
export IMPL_tightest_slew_ns=0.211
export IMPL_min_from="data_load[92]"
export IMPL_setup_worst_path_start="data_load[409]"
export IMPL_final_area_mm2=0.00397
export IMPL_placed_cells=1516
export IMPL_io_buffers=142
export IMPL_cp_data_required_time_ns=0.80
export IMPL_crit_top_cell="buf_8"
export IMPL_fin_setup_tns_ns=-0.534
export IMPL_path_depth=5
export IMPL_pin_count=836
export IMPL_cp_num_buf_inv=4
export IMPL_vias_per_cell=1.27
export IMPL_rows=115
export IMPL_drt_pass1_iterations=4
export IMPL_dr_first_iter_drc_count=42
export IMPL_synthCells=423
export IMPL_max_stage_delay_ns=0.21
export IMPL_grt_ovfl_total=0
==> kinds of logic after synthesis <==
group,count (synthesis),share of synthesized area
buffers and inverters,358,0.800
xor gates and xnor gates,65,0.200
==> cell usage after synthesis <==
library cell,instances,share of area
xor3_1,7,0.049
buf_2,6,0.0089
buf_4,346,0.77
xor2_1,58,0.15
buf_6,6,0.020
==> final timing paths <==
kind	endpoint	slack, ns
setup / recovery	data_out[10]	-0.11
hold / removal	data_out[104]	0.40
==> metrics by stage <==
step	hold slack (ns)	worst slack, ns
final	0.400	-0.115
after global routing	0.400	-0.146
after CTS	0.400	-0.222
after detailed placement	0.400	-1.06
after global placement	0.400	-1.05
after floorplan	0.425	0.140
==> power breakdown <==
| group | switching, mW | internal [mW] | total [mW] |
|---|---|---|---|
| sequential | 0 | 0 | 0 |
| clock | 0 | 0.00000108 | 0.00000108 |
| combinational | 0.543 | 0.770 | 1.31 |
==> layer usage <==
layer | vias to the layer above | wire length (µm) | GRT usage | share of wire
met5 | - | 511 | 0.0186 | 0.0064
met4 | 34 | 1290 | 0.0151 | 0.016
met3 | 124 | 37100 | 0.310 | 0.47
met2 | 616 | 32500 | 0.197 | 0.41
met1 | 630 | 7910 | 0.0381 | 0.10
li1 | 550 | - | - | -
==> placed cells by master (no fill, tap or decap), drive strengths merged <==
master / n
xor3: 7
dlygate4sd2: 44
clkbuf: 2
buf: 116
diode: 8
clkdlybuf4s15: 13
xor2: 58
==> cell type report <==
| type | count | area [µm²] |
|---|---|---|
| fill | 11700 | 94200 |
| tap | 1287 | 1610 |
| timing repair buffer | 175 | 1520 |
| multi-input combinational | 65 | 825 |
| antenna | 8 | 20.0 |
==> what timing repair did <==
item,4_1_cts,5_1_grt
setup endpoints to repair,65,37
gates resized,451,32
setup buffers,12,5
pin swaps,52,10
Power is estimated from default activity; no workload was simulated.
