==> design.v <==
`timescale 1ns/10ps
module lfsr_14(clk,rst,serial_in,data_load,data_out);    
input clk,rst;                              
input [301 - 1:0] data_load;                             
output[301 - 1:0] data_out;                             
input [16 - 1:0]      serial_in;                             
reg [301 - 1:0] p14 [0:16];
integer i;
assign data_out = p14[16];
always @(*) begin
p14[0] = data_load;
for(i=0;i<16;i=i+1) begin
 p14[i+1] = scrambler(p14[i],serial_in[i]);
 end 
end  
function [301 - 1:0] scrambler;
input [301 - 1:0] poly;
input datain;
reg [301 - 1:0] msb;
integer i;
msb = poly[301 - 1];
 for (i=0;i<301;i=i+1) begin
   case(i) 
 			 0:scrambler[i]=msb ^ datain;
			 181:scrambler[i]=msb ^ poly[i-1];
			 209:scrambler[i]=msb ^ poly[i-1];
			 215:scrambler[i]=msb ^ poly[i-1];
			default: scrambler[i] = poly[i-1];   
endcase
end 
endfunction
endmodule 
==> run.sh <==
#!/bin/bash
# OpenROAD 26Q1-2900-gdf79404cd8, Yosys 0.63+post, stock flow scripts
make -C /OpenROAD-flow-scripts/flow DESIGN_CONFIG=/design/flow/config.mk WORK_HOME=/design/flow/orfs finish
==> config.mk <==
export PLATFORM = sky130hd
export DESIGN_NAME = lfsr_14
export DESIGN_NICKNAME = lfsr_14
export VERILOG_FILES = /design/flow/design.v
export SDC_FILE = /design/flow/constraint.sdc
export NUM_CORES = 4
export LEC_CHECK = 1
export CORE_AREA = 10 10 243 243
export DIE_AREA = 0 0 253 253
==> constraint.sdc <==
current_design lfsr_14

set clk_period 1.0
set clk_io_pct 0.2

create_clock -name clk0 -period $clk_period

set non_clock_inputs [all_inputs -no_clocks]
set_input_delay [expr $clk_period * $clk_io_pct] -clock clk0 $non_clock_inputs
set_output_delay [expr $clk_period * $clk_io_pct] -clock clk0 [all_outputs]
==> run summary <==
run metrics: most instantiated cells after synthesis=sky130_fd_sc_hd__buf_4 (247), sky130_fd_sc_hd__xor2_1 (44), sky130_fd_sc_hd__xor3_1 (10), Crit Path Class=input pin to output pin, area post-placement=2860 sq um, global route total overflow=0, Ys Warns=2, Final ANT Viol Nets=0, highest clock frequency the design can meet=1000 MHz, IO Count=620, first-pass GRT wire length=18800 um, Chip Width=253 um, cell type with the largest total area after synthesis=sky130_fd_sc_hd__buf_4, total number of vias=roughly 1500, count of warning messages emitted by the tools=36, Tmin final=0.996 ns, portion of the post-synthesis area used by sequential elements=0, sequential cells=0, Std-Cell Core Area=around 54000 sq um, critical-path maximum fanout=4, met3 demand-to-capacity share in global routing=0.0548, number of stages on the worst hold path=0, main area contributors=sky130_fd_sc_hd__buf_4 (74%), sky130_fd_sc_hd__xor2_1 (15%), sky130_fd_sc_hd__xor3_1 (9.5%), Post-CTS Hold Fix Bufs=0, leakage power of the design=1.05 nW, Final Hold Fails=0, I/O Buffers=124, unrepaired setup endpoints after global routing=yes, site row count=85, non-filler instance count after layout=896, final instance area=2670 sq um, vias in the first global route=approximately 1800, startpoint of the most critical hold path=data_load[90], Post-Synthesis Cell Area=2510 sq um, register area=0 sq um, met2 track demand over resource=0.0662, Placement Setup Slack=-0.897 ns, layout cells sized above 1=0.503, area growth from synthesis to final layout=6.28%, DRT Wirelength=16200 um, Period Utilization, post-route=0.996, number of instances in the placed design=between 800 and 900, Worst-Margin Slew=0.157 ns, cells in synth_stat.txt=308, count of final max-slew check failures=0, run status=finished clean, Overall Global Routing Usage=0.0460, number of violations of the max-capacitance limit=0, Final Worst Setup Slack=approximately 0.0035 ns, Post-Syn Area per Cell=about 8 sq um, Iter 0 DRT Violations=47, power density over cell area=317 nW/um^2, count of endpoints failing setup in the final report=0, die boundary height=253 um, initial core utilization=0.0466, most frequently used cell type in the post-synthesis netlist=sky130_fd_sc_hd__buf_4, Critical Path Sink Type=output pin, Post-Synthesis Cells=308, Critical Path RT=around 0.8 ns, CP startpoint kind=input pin, Max-Slew Margin vs Limit=0.895, IR drop worst, VDD=0.0872 mV, drt drc=0, WP data arrival=0.80 ns, Detailed Place HPWL=14600 um, weighted congestion reported at the end of routability-driven placement=0.795, endpoint of the worst hold path=data_out[106], highest-utilization routing layer at the global route stage=met4, GR Util met1=0.0198, wire per inst=18.1 um, classification of the worst-slack hold path=input pin to output pin, share of the synthesized area in the top cell type=0.739, worst hold-check slack=0.400 ns, overall power after layout=847 uW, pin count of the biggest net entering global routing=5, antenna violations before repair=8, number of clock buffers in the layout=0, Yosys Chip Area=2510 sq um, iteration count of the initial detailed-routing pass=4, total of fill cells in the finished design=6424, number of distinct standard cells referenced by the synthesized netlist=6, total die size=64000 sq um, average vias per placed instance=between 1.5 and 2
[through the flow]
stage	utilization	TNS, ns
6_report	0.0496	0
5_1_grt	0.0494	-0.0765
4_1_cts	0.0481	-0.249
3_5_place_dp	0.0532	-39.53
3_3_place_gp	0.0532	-39.56
2_1_floorplan	-	0
[worst max-delay path: stages]
cell and delay, ns:
sky130_fd_sc_hd__buf_8 0.09, sky130_fd_sc_hd__xor3_1 0.38, sky130_fd_sc_hd__buf_2 0.13
[cells by family (layout without fill, tap and decap cells)]
| group | after synthesis | count (layout) | synth area share |
|---|---|---|---|
| xor+xnor | 54 | 54 | 0.248 |
| other cells | 0 | 3 | 0 |
| buf+inv | 254 | 143 | 0.752 |
[per-layer routing]
metal | routed length [um] | vias up
met5 | 0 | -
met4 | 2640 | 0
met1 | 2350 | 488
met3 | 4730 | 196
met2 | 6500 | 370
li1 | - | 461
[report_power, final]
group	total, mW	internal, mW	switching (mW)
Clock	0.000000426	0.000000426	0
Sequential	0	0	0
Combinational	0.847	0.580	0.267
[area by class of cell]
type | instances | area (sq um) | area share
antenna | 3 | 7.51 | 0.00281
multi-input combinational | 54 | 646 | 0.242
tap | 696 | 871 | 0.326
timing repair buffer | 143 | 1140 | 0.429
[placed cells by master (no fill, tap or decap)]
cell type and count:
sky130_fd_sc_hd__clkdlybuf4s15_1 7, sky130_fd_sc_hd__xor3_1 10, sky130_fd_sc_hd__xor2_1 41, sky130_fd_sc_hd__buf_6 26, sky130_fd_sc_hd__dlygate4sd2_1 40, sky130_fd_sc_hd__buf_2 53
sky130_fd_sc_hd__clkbuf_2 2, sky130_fd_sc_hd__diode_2 3, sky130_fd_sc_hd__buf_4 10, sky130_fd_sc_hd__buf_12 1, sky130_fd_sc_hd__xor2_2 3, sky130_fd_sc_hd__buf_8 4
[how the worst max path moves through the flow]
stage              start       endpoint  slack (ns)
5_1_grt   data_load[291]  data_out[215]       -0.03
6_report  data_load[291]  data_out[215]       0.004
4_1_cts   data_load[291]  data_out[221]       -0.08
[what timing repair did]
item	4_1_cts	5_1_grt
pin swaps	44	9
endpoints found under the setup margin	54	17
setup buffers	4	1
gates resized	336	29
No activity file was given, so power comes from the tool's default toggle rates.
