### design.v
`timescale 1ns/10ps
module lfsr_17(clk,rst,serial_in,data_load,data_out,data_load_p7);    
input clk,rst;                              
input [64 - 1:0] data_load;                             
output[64 - 1:0] data_out;                             
input [7 - 1:0]      serial_in;                             
reg [64 - 1:0] p17 [0:7];
input [411 - 1:0] data_load_p7;                             
reg [411 - 1:0] p7 [0:7];
integer i;
assign data_out = p17[7];
always @(*) begin
p17[0] = data_load;
p7[0] = data_load_p7;
for(i=0;i<7;i=i+1) begin
 p17[i+1] = scrambler(p17[i],p7[i][410]);
 p7[i+1]  = scrambler_p7(p7[i],serial_in[i]);
 end 
end  
function [64 - 1:0] scrambler;
input [64 - 1:0] poly;
input datain;
reg [64 - 1:0] msb;
integer i;
msb = poly[64 - 1];
 for (i=0;i<64;i=i+1) begin
   case(i) 
 			 1:scrambler[i]=msb ^ poly[i-1];
			 6:scrambler[i]=msb ^ poly[i-1];
			 8:scrambler[i]=msb ^ poly[i-1];
			 9:scrambler[i]=msb ^ poly[i-1];
			 10:scrambler[i]=msb ^ poly[i-1];
			 11:scrambler[i]=msb ^ poly[i-1];
			 16:scrambler[i]=msb ^ poly[i-1];
			 17:scrambler[i]=msb ^ poly[i-1];
			 18:scrambler[i]=msb ^ poly[i-1];
			 23:scrambler[i]=msb ^ poly[i-1];
			 24:scrambler[i]=msb ^ poly[i-1];
			 25:scrambler[i]=msb ^ poly[i-1];
			 26:scrambler[i]=msb ^ poly[i-1];
			 28:scrambler[i]=msb ^ poly[i-1];
			 30:scrambler[i]=msb ^ poly[i-1];
			 31:scrambler[i]=msb ^ poly[i-1];
			 32:scrambler[i]=msb ^ poly[i-1];
			 34:scrambler[i]=msb ^ poly[i-1];
			 36:scrambler[i]=msb ^ poly[i-1];
			 39:scrambler[i]=msb ^ poly[i-1];
			 40:scrambler[i]=msb ^ poly[i-1];
			 41:scrambler[i]=msb ^ poly[i-1];
			 42:scrambler[i]=msb ^ poly[i-1];
			 44:scrambler[i]=msb ^ poly[i-1];
			 46:scrambler[i]=msb ^ poly[i-1];
			 50:scrambler[i]=msb ^ poly[i-1];
			 51:scrambler[i]=msb ^ poly[i-1];
			 53:scrambler[i]=msb ^ poly[i-1];
			 54:scrambler[i]=msb ^ poly[i-1];
			 56:scrambler[i]=msb ^ poly[i-1];
			 59:scrambler[i]=msb ^ poly[i-1];
			 62:scrambler[i]=msb ^ poly[i-1];
			 63:scrambler[i]=msb ^ poly[i-1];
			     0:scrambler[i]= datain;
			default: scrambler[i] = poly[i-1];   
endcase
end 
endfunction
function [411 - 1:0] scrambler_p7;
input [411 - 1:0] poly;
input datain;
reg [411 - 1:0] msb;
integer i;
msb = poly[411 - 1];
 for (i=0;i<411;i=i+1) begin
   case(i) 
 			 0:scrambler_p7[i]=msb ^ datain;
			 31:scrambler_p7[i]=msb ^ poly[i-1];
			 60:scrambler_p7[i]=msb ^ poly[i-1];
			 190:scrambler_p7[i]=msb ^ poly[i-1];
			 195:scrambler_p7[i]=msb ^ poly[i-1];
			 245:scrambler_p7[i]=msb ^ poly[i-1];
			default: scrambler_p7[i] = poly[i-1];   
endcase
end 
endfunction
endmodule 
### run.sh
#!/bin/bash
# OpenROAD 26Q1-2900-gdf79404cd8, Yosys 0.63+post, stock flow scripts
make -C /OpenROAD-flow-scripts/flow DESIGN_CONFIG=/design/flow/config.mk WORK_HOME=/design/flow/orfs finish
### constraint.sdc
current_design lfsr_17

set clk_period 6.3
set clk_io_pct 0.2

create_clock -name clk0 -period $clk_period

set non_clock_inputs [all_inputs -no_clocks]
set_input_delay [expr $clk_period * $clk_io_pct] -clock clk0 $non_clock_inputs
set_output_delay [expr $clk_period * $clk_io_pct] -clock clk0 [all_outputs]
### config.mk
export PLATFORM = sky130hd
export DESIGN_NAME = lfsr_17
export DESIGN_NICKNAME = lfsr_17
export VERILOG_FILES = /design/flow/design.v
export SDC_FILE = /design/flow/constraint.sdc
export NUM_CORES = 4
export LEC_CHECK = 1
export CORE_AREA = 10 10 216 216
export DIE_AREA = 0 0 226 226
==> results.json <==
{
  "routabilityCongestion": 0.7325,
  "cts_setup_buffers": 0,
  "cellLeakagePower_uw": 0.0009642,
  "floorplan.die.height_um": 226,
  "dp.final_hpwl_um": 10230,
  "antenna_found_initial": 4,
  "post_cts_resize_count": 0,
  "crit_end_element": "primary output",
  "detailedRoute.firstIterationViolations": 40,
  "critical_path.startpoint_type": "input pin",
  "report.final.slew_viol_count": 0,
  "die_area_mm2": 0.05108,
  "seq_area_frac_synth_pct": 0,
  "clkbuf_count": 0,
  "yosys-stat-area_mm2": 0.001251,
  "seqCellArea_um2": 0,
  "route.detailed.wl_per_inst_um": 13.95,
  "yosys_warnings": 3,
  "ir_worst_vdd_mv": 0.09308,
  "cp.required_ns": 5.04,
  "detail_route.wirelength_um": 11230,
  "finalHoldViolations": 0,
  "timing.hold.worst.class": "in -> out",
  "vias": 1341,
  "finalWorstPathRequiredPeriod_ns": 5.253,
  "cp.arrival_ns": 3.99,
  "grt_first_pass_wirelength_um": 14440,
  "drtAntennaViolNets": 0,
  "run_status": "complete, no violations",
  "worst_slew_margin_relative_to_its_limit_pct": 56.04,
  "fin_cells": 805,
  "critPathMaxFanout": 8,
  "p_per_area_mw_per_mm2": 150.0,
  "syn_area_mm2": 0.001251,
  "std_cell_rows": 75,
  "yosys-stat-cells": 133,
  "rsz0062_at_grt": "no",
  "design.core.area_mm2": 0.04195,
  "grt_util_all_layers_pct": 4.303,
  "worstSetupStartpoint": "data_load[59]",
  "warning_count": 445,
  "ctsHoldBuffers": 0,
  "ff_count": 0,
  "source_of_the_worst_hold_timing_path": "data_load_p7[404]",
  "largest_net_degree_at_the_start_of_global_routing": 12,
  "synth.lib_cells_used.distinct": 8,
  "areaGrowthSynthToFinish_pct": 160.1,
  "place.port_buffers": 133,
  "period_used_pct": 83.38,
  "floorplan.core_util_pct": 2.983,
  "totalNegativeSetupSlack_ns": 0,
  "floorplan.die.width_um": 226,
  "share_of_cells_above_drive_strength_1_pct": 3.788,
  "crit_path_category": "in -> out",
  "route.detailed.drc": 0,
  "synthesis.area_per_instance_um2": 9.408,
  "io_pins": 548,
  "avgViaCountPerCell": 1.666,
  "grt_pass1_vias": 1564,
  "globalRoute.totalOverflow": 0,
  "drt_first_pass_iters": 4,
  "max_slew.worst_pin.slew_ns": 0.6546,
  "drv_cap": 0,
  "final-setup-viol-count": 0,
  "fmaxAchievable_mhz": 190.4,
  "syn-instance-count": 133,
  "post-place-cells": 803
}
## cell families after synthesis
kind of cell and share of synthesized area (%):
buf+inv 4.799, xor+xnor 95.20
## synth_stat cells
library cell / n / share of area (%)
xnor2_1: 83 / 58
xor2_1: 33 / 23
buf_4: 6 / 3.6
buf_2: 3 / 1.2
xnor3_1: 3 / 5.4
xor2_2: 2 / 2.6
xor3_1: 2 / 3.8
xnor2_4: 1 / 2.2
## power by group
part | switching [uW] | internal (uW)
clock | 0 | 0.0000426
combinational | 175 | 313
sequential | 0 | 0
## worst max-delay path, cell delays in order
cell and delay (ns):
clkdlybuf4s50_1 0.72, buf_4 0.30, xor3_1 0.42, xnor3_1 0.57
xnor2_1 0.18, clkdlybuf4s50_1 0.52
## layer usage
| metal | track usage [%] | wire length (um) | part of all wire (%) |
|---|---|---|---|
| met5 | 0 | 26 | 0.23 |
| met4 | 0 | 3 | 0.027 |
| met3 | 2.577 | 1511 | 13 |
| met2 | 7.103 | 5288 | 47 |
| met1 | 4.971 | 4397 | 39 |
## cell type report
type / instances / area (um^2)
Antenna cell: 2 / 5.005
Multi-Input combinational cell: 124 / 1191
Timing Repair Buffer: 140 / 1384
Fill cell: 4839 / 38690
Tap cell: 539 / 674.4
## worst paths after layout
check                          end  slack (ns)  cells past startpoint
worst min-delay path   data_out[0]        2.52                      0
worst max-delay path  data_out[42]        1.05                      6
## through the flow
step                area, um^2  setup slack [ns]  util (%)  hold WS (ns)  total power, uW
finish                    3254             1.047     7.758         2.520            488.1
detailed placement        3249             1.008     7.746         2.520            505.2
floorplan                 1251             2.608         -         2.545            157.7
global placement          3249            0.9767     7.746         2.520            513.5
global route              3249            0.9280     7.746         2.520            537.1
CTS                       3249            0.9831     7.746         2.520            513.2
## layout by cell type (no fill, tap or decap)
master	netlist	final
clkdlybuf4s50_1	0	133
xnor2_1	83	83
xor2_1	33	33
buf_4	6	7
xnor3_1	3	3
diode_2	0	2
xor2_2	2	2
xor3_1	2	2
xnor2_4	1	1
Power figures rest on the tool's default switching activity, not on a simulated workload.
